### flow/run.sh
#!/bin/bash
# OpenROAD 26Q1-2900-gdf79404cd8, Yosys 0.63+post, stock flow scripts
make -C /OpenROAD-flow-scripts/flow DESIGN_CONFIG=/design/flow/config.mk WORK_HOME=/design/flow/orfs finish
### flow/config.mk
export PLATFORM = sky130hd
export DESIGN_NAME = seq_detect
export DESIGN_NICKNAME = seq_detect
export VERILOG_FILES = /design/flow/design.v
export SDC_FILE = /design/flow/constraint.sdc
export NUM_CORES = 4
export LEC_CHECK = 1
export CORE_AREA = 10 10 70 70
export DIE_AREA = 0 0 80 80
### flow/constraint.sdc
current_design seq_detect

set clk_period 1.1
set clk_io_pct 0.2

create_clock -name clk0 -period $clk_period [get_ports {clk}]

set non_clock_inputs [all_inputs -no_clocks]
set_input_delay [expr $clk_period * $clk_io_pct] -clock clk0 $non_clock_inputs
set_output_delay [expr $clk_period * $clk_io_pct] -clock clk0 [all_outputs]
### flow/design.v
module seq_detect ( 
input wire clk, 
input wire  data_in, 
output wire data_out 
); 
reg [2:0] state;
reg hit;
always@(posedge clk) begin
	case(state)	
			3'd0:	begin	 
				if(data_in == 1'b1)
					state <= 3'd1;
			end
			3'd1:	begin	 
				if(data_in == 1'b0)
					state <= 3'd2;
				else
					state <= 3'd1;
			end
			3'd2:	begin	 
				if(data_in == 1'b1)
					state <= 3'd3;
				else
					state <= 3'd0;
			end
			3'd3:	begin	 
				if(data_in == 1'b1)	
					state <= 3'd4;
				else
					state <= 3'd2;
			end
			3'd4:	begin	 
				if(data_in == 1'b0)	
					state <= 3'd2;
				else	
					state <= 3'd1;				
			end
	endcase
end
always@(posedge clk)	begin
	if((state == 3'd4) && (data_in == 1'b0))
		hit <= 1'b1;
	else
		hit <= 1'b0;
end
assign data_out = hit;
endmodule
==> results_slide.txt <==
Flow Results at a Glance

Worst setup path
  – Crit start category: flop
  – Flop2flop setup slack: approximately 0.4 ns
  – Crit end category: output port
  – Critical path type: reg2out
  – Crit Path Max Fanout: 1
  – WP data required: 0.88 ns
  – Worst path max stage delay: 0.29 ns
  – CP max-delay cell: dfxtp_1
  – Arr. time, crit path: 0.76 ns
  – CP bufs+invs: 1
  – CP Cell Sequence: dlygate4sd2_1
  – CP delay by family, top: flip-flops

Synth
  – Cells in synth_stat.txt: 14
  – Syn Std Cell Area: 163.9 um^2
  – Synth cell count leaders: dfxtp_1, nor2_1, and2_1
  – FFs w/ async S/R, synth: 0%
  – Dominant flop cell: dfxtp_1
  – Warnings, synthesis: 1
  – Top area contributor share: 73.28%
  – Mean Syn Cell Area: 11.71 um^2
  – Leading area contributor after synthesis: dfxtp_1
  – Sequential share of the synthesized area: 73.28%
  – Mapped Cells: 14
  – Synth flops: 6
  – Synthesis area per yosys: around 160 um^2
  – Most frequent cell after synthesis: dfxtp_1
  – Yosys cell types: 6
  – Flip-flops with a built-in enable: 0
  – Synth area leaders: dfxtp_1, and2_1, nor2_1, o31a_1, nor2b_1

Final timing
  – Fin Hold WS: 0.4569 ns
  – Setup Skew: around 0.0018 ns
  – Final setup vio count: 0
  – Final period utilization: roughly nine tenths
  – Fin crit period: 0.9768 ns
  – Slew HR: between 80 and 90%
  – Setup TNS: 0 ns
  – Worst-margin pin slew: 0.1905 ns
  – Fmax: roughly 1000 MHz
  – Final hold vios: 0
  – Final Slew Violations: 0
  – RSZ-0062 raised after global routing: no

Flow run
  – Max-cap violations: 0
  – Tool warnings: 25

Floorplanning
  – Die Y: 80 um
  – Die Width: 80 um
  – I/O Pins: 3
  – Core Util at FP: between 4 and 5%
  – Core area: 3416 um^2
  – Full die area: 6400 um^2
  – Row count: 21

Cells and area
  – Final Instance Area: 262.8 um^2
  – Layout cells sized above 1: ~16%
  – Final core utilization: 7.692%
  – Fill count: ~400
  – Synthesis-to-finish area growth: 60.31%

Clocking
  – Post-CTS Hold Buffers: 0
  – Latency at later pin: around 0.24 ns
  – CTS tree: done
  – CTS H-tree lvls: 1
  – Clk root buf: clkbuf_4
  – Total CTS buffers: 3
  – Post-CTS setup buffers: 0
  – Clock Tree Buf Depth: 2
  – CTS sink count: 6
  – Clock transition at path regs: 0.04 ns

GRT
  – Vias in the first global route: 122
  – Initial antenna violation count: 0
  – Total grt overflow: 0
  – GRT Total Usage: 1.298%
  – Pin count of the biggest net entering global routing: 7
  – First-pass GRT wire length: 558 um

Detailed routing
  – Iter 0 DRT Violations: 12
  – WL/cell: roughly 4.5 um
  – Via count: 106
  – Post-Route WL: 295 um
  – First-pass DRT Iterations: 4
  – Remaining antenna violation count: 0
  – Residual DRC count: 0
  – Number of antenna diodes: 0
  – Vias per cell: 1.631

Placement
  – Placer Congestion: 0.5991
  – PortBufs: 2
  – Post-DP Area: 241.5 um^2

Power
  – Pwr per Cell Area: 1751 nW/um^2
  – Leak Pwr: 0.09135 nW
  – Max rail drop VDD: 269.4 uV
  – Total power: 460.0 uW

Run status
  – Outcome: finished, final reports clean

Worst hold path
  – HP Class: reg2reg
==> through the flow <==
stage	instances	worst slack [ns]
floorplan	14	0.4242
global placement	62	0.1200
detailed placement	62	0.09443
CTS	65	0.1092
global route	65	0.07296
finish	65	0.1232
==> repair_timing <==
action	in CTS	in global routing
endpoints found under the setup margin	1	0
hold endpoints to repair	0	0
gates resized	1	0
==> cell families after synthesis <==
family / synth area share (%)
compound gates: 5.344
flops: 73.29
simple gates: 21.37
==> area by class of cell <==
cell class | instances | area [um^2] | share of cell area (%)
clock buffers | 3 | 22.52 | 8.571
well taps | 46 | 57.56 | 21.90
repair buffers | 2 | 18.77 | 7.143
flip-flops and latches | 6 | 120.1 | 45.71
multi-input cells | 8 | 43.79 | 16.67
==> cell usage in the layout, fill, tap and decap left out, drive strengths merged <==
master	netlist	final
dfxtp	6	6
nor2	3	3
clkbuf	0	3
and2	2	2
nor3	1	1
o31a	1	1
nor2b	1	1
clkdlybuf4s50	0	1
dlygate4sd2	0	1
==> path summary, 6_finish.rpt <==
path	startpoint	end	cells after the start
worst min register to register	state[2]$_DFF_P_	state[0]$_DFF_P_	2
worst max register to register	state[3]$_DFF_P_	state[3]$_DFF_P_	1
worst max-delay path	hit$_DFF_P_	data_out	1
worst min-delay path	state[2]$_DFF_P_	state[0]$_DFF_P_	2
==> flip-flops by register name, summed over array words and instances, names as in the netlist <==
name and flops:
state 5, hit 1
==> power by group <==
group | internal (mW) | switching [mW] | total, mW
clock | 0.123 | 0.0740 | 0.197
sequential | 0.234 | 0.00707 | 0.241
combinational | 0.0133 | 0.00904 | 0.0223
==> worst min-delay path, stage by stage, from the launching register on <==
cell and delay (ns):
dfxtp_1 0.32, nor2_1 0.04, nor2_1 0.07
==> metal layers <==
metal	global-route usage [%]	vias to the layer above	wire (um)
met4	0.3521	0	0
met1	1.201	44	141
met3	2.273	0	79
li1	-	56	-
met5	0	-	0
met2	1.284	6	75
No activity file was given, so power comes from the tool's default toggle rates.
